==> flow/design.v <==
module clock_1ms (
    input  wire clk,
    input  wire rst,
    output reg  ms_tick
);
    reg [16:0] clk_div;
    always @(posedge clk or posedge rst) begin
        if (rst) begin
            clk_div <= 0;
            ms_tick <= 0;
        end else begin
            if (clk_div == 99_999) begin
                clk_div <= 0;
                ms_tick <= 1;
            end else begin
                clk_div <= clk_div + 1;
                ms_tick <= 0;
            end
        end
    end
endmodule
module main (
    input  wire clk,
    input  wire rst,
    input  wire start_btn,
    input  wire react_btn,
    input  wire ms_tick,
    input  wire [15:0] rand_delay,
    output reg  led,
    output reg  timer_en,
    output reg  early_error,
    output reg  show_time
);
    localparam IDLE  = 3'd0,
               WAIT  = 3'd1,
               GO    = 3'd2,
               SHOW  = 3'd3,
               EARLY = 3'd4;
    reg [2:0] state;
    reg [15:0] wait_cnt;
    always @(posedge clk or posedge rst) begin
        if (rst) begin
            state <= IDLE;
            wait_cnt <= 0;
        end else begin
            case (state)
                IDLE: begin
                    if (start_btn) begin
                        wait_cnt <= rand_delay;
                        state <= WAIT;
                    end
                end
                WAIT: begin
                    if (react_btn)
                        state <= EARLY;
                    else if (ms_tick) begin
                        if (wait_cnt == 0)
                            state <= GO;
                        else
                            wait_cnt <= wait_cnt - 1;
                    end
                end
                GO: begin
                    if (react_btn)
                        state <= SHOW;
                end
                SHOW: begin
                    if (start_btn)
                        state <= IDLE;
                end
                EARLY: begin
                    if (start_btn)
                        state <= IDLE;
                end
            endcase
        end
    end
    always @(*) begin
        led         = (state == GO);
        timer_en    = (state == GO);
        show_time   = (state == SHOW);
        early_error = (state == EARLY);
    end
endmodule
module random_delay (
    input  wire clk,
    input  wire rst,
    output reg [15:0] delay_ms
);
    reg [9:0] rand_val;
    always @(posedge clk or posedge rst) begin
        if (rst)
            rand_val <= 0;
        else
            rand_val <= rand_val + 13;
    end
    always @(*) begin
        delay_ms = 1000 + (rand_val % 1000);
    end
endmodule
module reaction_timer (
    input  wire clk,
    input  wire rst,
    input  wire ms_tick,
    input  wire enable,
    output reg [15:0] time_ms
);
    always @(posedge clk or posedge rst) begin
        if (rst)
            time_ms <= 0;
        else if (enable && ms_tick)
            time_ms <= time_ms + 1;
        else if (!enable)
            time_ms <= 0;
    end
endmodule
module reaction_timer_top (
    input  wire clk,
    input  wire rst,
    input  wire start_btn,
    input  wire react_btn,
    output wire led,
    output wire [6:0] seg,
    output wire [3:0] an
);
    wire ms_tick;
    wire [15:0] rand_delay;
    wire [15:0] reaction_time;
    wire timer_en, show_time, early_error;
    clock_1ms u_clk (.clk(clk), .rst(rst), .ms_tick(ms_tick));
    random_delay u_rand (.clk(clk), .rst(rst), .delay_ms(rand_delay));
    main u_fsm (
        .clk(clk),
        .rst(rst),
        .start_btn(start_btn),
        .react_btn(react_btn),
        .ms_tick(ms_tick),
        .rand_delay(rand_delay),
        .led(led),
        .timer_en(timer_en),
        .early_error(early_error),
        .show_time(show_time)
    );
    reaction_timer u_timer (
        .clk(clk),
        .rst(rst),
        .ms_tick(ms_tick),
        .enable(timer_en),
        .time_ms(reaction_time)
    );
    seven_seg_driver u_disp (
        .clk(clk),
        .rst(rst),
        .number(early_error ? 16'hEEEE : reaction_time),
        .seg(seg),
        .an(an)
    );
endmodule
module seven_seg_driver (
    input  wire        clk,         
    input  wire        rst,
    input  wire [15:0] number,      
    output reg  [6:0]  seg,         
    output reg  [3:0]  an           
);
    reg [15:0] refresh_cnt;
    reg [1:0]  digit_sel;
    always @(posedge clk or posedge rst) begin
        if (rst) begin
            refresh_cnt <= 0;
            digit_sel   <= 0;
        end else begin
            if (refresh_cnt == 49_999) begin
                refresh_cnt <= 0;
                digit_sel   <= digit_sel + 1;
            end else begin
                refresh_cnt <= refresh_cnt + 1;
            end
        end
    end
    reg [3:0] digit_val;
    always @(*) begin
        case (digit_sel)
            2'd0: digit_val = number % 10;
            2'd1: digit_val = (number / 10)   % 10;
            2'd2: digit_val = (number / 100)  % 10;
            2'd3: digit_val = (number / 1000) % 10;
            default: digit_val = 4'd0;
        endcase
    end
    always @(*) begin
        case (digit_val)
            4'd0: seg = 7'b0000001;
            4'd1: seg = 7'b1001111;
            4'd2: seg = 7'b0010010;
            4'd3: seg = 7'b0000110;
            4'd4: seg = 7'b1001100;
            4'd5: seg = 7'b0100100;
            4'd6: seg = 7'b0100000;
            4'd7: seg = 7'b0001111;
            4'd8: seg = 7'b0000000;
            4'd9: seg = 7'b0000100;
            4'hE: seg = 7'b0110000;   
            default: seg = 7'b1111111;
        endcase
    end
    always @(*) begin
        if (number == 16'hEEEE) begin
            an  = 4'b0000;           
            seg = 7'b0110000;
        end else begin
            an = 4'b1111;
            an[digit_sel] = 1'b0;    
        end
    end
endmodule
==> flow/run.sh <==
#!/bin/bash
# OpenROAD 26Q1-2900-gdf79404cd8, Yosys 0.63+post, stock flow scripts
make -C /OpenROAD-flow-scripts/flow DESIGN_CONFIG=/design/flow/config.mk WORK_HOME=/design/flow/orfs finish
==> flow/config.mk <==
export PLATFORM = sky130hd
export DESIGN_NAME = reaction_timer_top
export DESIGN_NICKNAME = reaction_timer_top
export VERILOG_FILES = /design/flow/design.v
export SDC_FILE = /design/flow/constraint.sdc
export NUM_CORES = 4
export LEC_CHECK = 1
export CORE_UTILIZATION = 30
==> flow/constraint.sdc <==
current_design reaction_timer_top

set clk_period 7.1
set clk_io_pct 0.2

create_clock -name clk0 -period $clk_period [get_ports {clk}]

set non_clock_inputs [all_inputs -no_clocks]
set_input_delay [expr $clk_period * $clk_io_pct] -clock clk0 $non_clock_inputs
set_output_delay [expr $clk_period * $clk_io_pct] -clock clk0 [all_outputs]
==> impl_metrics.py <==
# Synthesis and PnR figures
metrics = {
    "synth": {
        "ys_area_sq_um": 4530,
        "syn_area_sq_um": 4530,
        "synthCells": 454,
        "ys_seq_share_pct": 45.9,
        "yosysUniqueCellTypes": 69,
        "synthArstFlopShare_pct": 100,
        "synth_flops": 83,
        "ys_cells": 454,
        "ff_type": "dfrtp_1",
        "syn_avg_cell_area_sq_um": 9.97,
        "synth_warnings": 19,
        "edf_count": 0,
    },
    "timing": {
        "fin_worst_skew_ns": 0.00798,
        "setup_viol": 0,
        "hold_viol_final": 0,
        "fmax_mhz": 266,
        "finalSetupTns_ns": 0,
        "finalCritPeriodShare_pct": 53.0,
        "rsz0062_at_grt": "false",
        "period_minus_slack_ns": 3.76,
        "max_slew_margin_pct": 46.3,
        "layout_setup_ws_ns": 3.34,
        "tightest_slew_ns": 0.805,
        "drv_slew": 0,
    },
    "die": {
        "io_pins": 16,
        "num_rows": 44,
        "die_w_microns": 125,
        "die-area_sq_um": 15600,
        "die_y_microns": 125,
        "core_sq_um": 14600,
        "fp-utilization_pct": 30.9,
    },
    "drt": {
        "avgRoutedWirePerCell_microns": 12.7,
        "drtIter0Drc": 218,
        "num_antenna_cells": 0,
        "drt_wl_total_mm": 8.23,
        "drt-pass1-iter-count": 4,
        "drt_drc_violations_left": 0,
        "vias": 3177,
        "drtAntennaViolNets": 0,
        "via_per_inst": 4.90,
    },
    "critical_path": {
        "critical_path_class": "reg2out",
        "required_ns": 5.68,
        "path_cells": "nor4bb_1 -> nand2_1 -> o41ai_1 -> nor2_1 -> clkdlybuf4s50_1",
        "cpLargestDelayFamily": "AND-OR/OR-AND gates",
        "path_max_fanout": 5,
        "max_stage_delay_ns": 0.64,
        "reg2reg_slack_ns": 4.54,
        "cp.arrival_ns": 2.34,
        "crit_buf_inv": 1,
        "start_kind": "register",
        "slowest_stage": "o41ai_1",
        "end_kind": "primary output",
    },
    "cts": {
        "clk_pin_slew_worst_paths_ns": 0.06,
        "htreeDepth": 3,
        "cts_tree": "done",
        "cts_hold_buf": 0,
        "postCtsSetupBuffers": 0,
        "clkLatencyLatePin_ns": 0.34,
        "root_buffer": "clkbuf_16",
        "numCtsBuffers": 9,
        "clockBufferDepth": 2,
        "cts_resized": 0,
        "clock_sinks": 83,
    },
    "flow_run": {
        "warnings": 30,
        "cap_violations": 0,
    },
    "power_and_ir_drop": {
        "clkPwrFrac_pct": 39.0,
        "seqPwrFrac_pct": 47.8,
        "peakVddDrop_v": 0.000136,
        "powerDensity_nw_per_um2": 238,
        "power_frac_comb_pct": 13.2,
        "p_int_mw": 0.856,
        "netSwitchingFraction_pct": 28.6,
        "leakage_nw": 2.08,
        "p_switching_mw": 0.343,
    },
    "final_layout": {
        "lay_top_cells": "dfrtp_1, nor2_1, nand2_1",
        "n_fill_cell": 1430,
        "syn2layout_area_growth_pct": 11.2,
        "lay_top_count": "dfrtp_1",
        "layout-drive-gt1-share_pct": 8.62,
    },
    "placement": {
        "dp_hpwl_mm": 5.57,
        "place_congestion": 0.866,
        "port-buffer-count": 8,
        "pre_cts_ws_ns": 3.62,
    },
    "grt": {
        "grt_antenna_before_repair": 0,
        "grt_pass1_wl_mm": 14.7,
        "track_usage_pct": 11.6,
        "grt_max_degree": 49,
        "grt_pass1_vias": 3104,
        "grt-ovfl-total": 0,
    },
    "outcome": {
        "run_status": "finished clean",
    },
    "min_path": {
        "hp-class": "reg2reg",
    },
}
==> flip-flops by register name, summed over array words and instances (netlist names), named ones only <==
signal and flops:
u_clk.clk_div 17, u_disp.refresh_cnt 16, u_fsm.wait_cnt 16, u_timer.time_ms 16, u_rand.rand_val 10, u_fsm.state 4
u_disp.digit_sel 2, u_clk.ms_tick 1
==> worst register-to-register path: stages (launching register included) <==
cell     delay (ns)
dfrtp_1        0.50
nand4_1        0.23
nor2_1         0.22
xnor2_1        0.17
ha_1           0.31
inv_1          0.07
nor3_1         0.30
o22ai_1        0.15
mux2_2         0.28
a22o_1         0.22
==> final cells by class <==
cell class	instances	area, sq um	area share [%]
clock buffer	9	225	4.48
clock inverter	7	77.6	1.54
inverter	22	83.8	1.67
multi-input combinational	333	2240	44.5
sequential	83	2080	41.3
tap	184	230	4.58
timing repair buffer	10	95.1	1.89
==> cell usage after synthesis (5+ instances only) <==
cell type	instances	area share, %
o21ai_1	7	0.77
inv_1	22	1.8
nor2b_1	9	1.2
ha_1	11	3.0
nand2_1	33	2.7
nand4_1	16	2.2
xnor2_1	29	5.6
nor2_1	38	3.2
or3_1	7	0.97
buf_4	7	1.2
a31oi_1	6	0.83
nor3_1	10	1.1
dfrtp_1	82	45
nand3_1	22	2.4
a21oi_1	11	1.2
o21ai_0	16	1.8
and2_1	13	1.8
a22o_1	5	0.97
xor2_1	23	4.5
clkbuf_1	6	0.50
==> layer usage <==
layer	share of wire (%)	vias up	GRT usage (%)
met5	0	-	0
met4	1.1	0	1.51
met3	3.4	7	2.67
met2	45	35	17.6
met1	51	1541	17.6
li1	-	1594	-
==> power groups by stage <==
stage	clock network, mW	logic, mW	registers (mW)
after global routing	0.505	0.175	0.580
after CTS	0.482	0.158	0.572
final	0.468	0.158	0.573
==> stage by stage <==
step | hold WS (ns) | area, sq um | total power [mW] | utilization (%) | std cells
global placement | 0.465 | 4730 | 0.734 | 32.3 | 632
CTS | 0.490 | 5030 | 1.21 | 34.4 | 648
global route | 0.500 | 5030 | 1.26 | 34.4 | 648
finish | 0.479 | 5030 | 1.20 | 34.4 | 648
floorplan | 0.445 | 4540 | 0.698 | - | 459
detailed placement | 0.469 | 4730 | 0.738 | 32.3 | 632
==> logic make-up after synthesis <==
kind of cell / synth area share (%)
muxes: 0.912
and+or+nand+nor: 22.5
xor gates and xnor gates: 10.1
other: 0.166
DFF: 45.9
AOI/OAI and AO/OA: 12.4
buffers and inverters: 4.98
adders and majority gates: 3.04
==> path summary, 6_finish.rpt <==
path	start	end	cells past startpoint
setup / recovery	u_timer.time_ms[0]	an[1]	5
hold / removal	u_clk.clk_div[4]	u_clk.clk_div[4]	1
max in group asynchronous	rst	u_fsm.wait_cnt[11]	3
min in group asynchronous	rst	u_disp.refresh_cnt[12]	2
hold reg to reg	u_clk.clk_div[4]	u_clk.clk_div[4]	1
setup reg to reg	u_rand.rand_val[5]	u_fsm.wait_cnt[7]	9
Power is estimated from default activity; no workload was simulated.
